**flow/run.sh**
```bash
#!/bin/bash
# OpenROAD 26Q1-2900-gdf79404cd8, Yosys 0.63+post, stock flow scripts
make -C /OpenROAD-flow-scripts/flow DESIGN_CONFIG=/design/flow/config.mk WORK_HOME=/design/flow/orfs finish
```
**flow/config.mk**
```make
export PLATFORM = sky130hd
export DESIGN_NAME = ram4096X16
export DESIGN_NICKNAME = ram4096X16
export VERILOG_FILES = /design/flow/design.v
export SDC_FILE = /design/flow/constraint.sdc
export NUM_CORES = 4
export LEC_CHECK = 1
export CORE_UTILIZATION = 30
export SYNTH_MEMORY_MAX_BITS = 65536
```
**flow/constraint.sdc**
```tcl
current_design ram4096X16

set clk_period 196.1
set clk_io_pct 0.2

create_clock -name clk0 -period $clk_period [get_ports {clk}]

set non_clock_inputs [all_inputs -no_clocks]
set_input_delay [expr $clk_period * $clk_io_pct] -clock clk0 $non_clock_inputs
set_output_delay [expr $clk_period * $clk_io_pct] -clock clk0 [all_outputs]
```
**flow/design.v**
```verilog
module ram4096X16(clk, addr, data, rw); 
input clk, rw; 
input [11:0] addr; 
inout [15:0] data;  
wire cs_0, cs_1, cs_2, cs_3;
assign cs_0 = (addr[11:10] == 2'b00) ? 1'b0 : 1'b1;
assign cs_1 = (addr[11:10] == 2'b01) ? 1'b0 : 1'b1;
assign cs_2 = (addr[11:10] == 2'b10) ? 1'b0 : 1'b1;
assign cs_3 = (addr[11:10] == 2'b11) ? 1'b0 : 1'b1;
ram1024X8 u0_0(.clk(clk), .addr(addr[9:0]), .data(data[7:0]),  .rw(rw), .cs(cs_0)); 
ram1024X8 u0_1(.clk(clk), .addr(addr[9:0]), .data(data[15:8]), .rw(rw), .cs(cs_0)); 
ram1024X8 u1_0(.clk(clk), .addr(addr[9:0]), .data(data[7:0]),  .rw(rw), .cs(cs_1)); 
ram1024X8 u1_1(.clk(clk), .addr(addr[9:0]), .data(data[15:8]), .rw(rw), .cs(cs_1)); 
ram1024X8 u2_0(.clk(clk), .addr(addr[9:0]), .data(data[7:0]),  .rw(rw), .cs(cs_2)); 
ram1024X8 u2_1(.clk(clk), .addr(addr[9:0]), .data(data[15:8]), .rw(rw), .cs(cs_2)); 
ram1024X8 u3_0(.clk(clk), .addr(addr[9:0]), .data(data[7:0]),  .rw(rw), .cs(cs_3)); 
ram1024X8 u3_1(.clk(clk), .addr(addr[9:0]), .data(data[15:8]), .rw(rw), .cs(cs_3)); 
endmodule 
module ram1024X8(clk, addr, data, rw, cs); 
input clk, rw, cs; 
input [9:0] addr; 
inout [7:0] data;  
reg [7:0] ram [0:1023];
wire [7:0] dout;  
assign data = (!cs) && (!rw) ? dout : 8'bzzzz_zzzz;
assign dout = ram[addr];
integer i;
always@(posedge clk) begin
	if(~cs && rw) begin  
		ram[addr] <= data;
	end	
end
endmodule 
```
==> CHANGELOG.md <==
### Changed

- Status: did not finish
- Stage reached: 4_1_cts
- Error msg: [error] [KeplerFormal.cpp:679] Workflow failed: Iso has multiple drivers: .data7, _22023_.Y0
- # hold bufs at CTS: 0
- Register area share after synthesis: 0.7793
- Dominant flop cell: edfxtp_1
- Yosys reg bits: 16380
- Dpl ws: roughly 110 ns
- Floorplan core density: 0.3009
- Clock tree buffer depth: 6
- Fraction of registers with async set/reset: 0
- Post-CTS sizing: 0
- Clock sink total: 16380
- Rows: 532
- Horiz. Die Dim: 1453 um
- Ys Warns: 18
- Vert. Die Dim: 1453 um
- HPWL after detailed placement: ~1200000 um
- Top cells, area: edfxtp_1 (78%), mux2i_1 (9.1%), mux4_2 (4.5%)
- Root buf cell: clkbuf_16
- Port buffer count: 13
- EDFF count, synth: 16380
- Synth cell types: 60
- Synth Instances: between 30000 and 40000
- I/O pin count: 30
- Post-Syn Area: 631300 um^2
- Post-CTS Setup Repair Bufs: 0
- Syn_area_per_cell: 18.96 um^2
- Placed Cells incl. Taps: 61560
- Post-synth top area share: 0.7793
- Num CTS Buffers: approximately 1600
- H-tree depth: 7
- YS chip area: 631300 um^2
- Yosys stat cell total: 33290
- Placer congestion estimate: 0.9062
- Cell type with the largest total area: edfxtp_1
-- per-stage QoR --
stage,hold slack [ns],util,instance area (um^2),total power [mW]
floorplan,9.521,-,631300,4.354
global placement,1.399,0.3219,675300,4.658
detailed placement,1.423,0.3219,675400,4.591
-- logic make-up after synthesis --
| kind of cell | share of synthesized area |
|---|---|
| compound gates | 0.03886 |
| buf+inv | 0.01761 |
| flops | 0.7793 |
| mux | 0.1370 |
| simple gates | 0.02727 |
-- synth_stat cells (3+ instances only) --
| library cell | number |
|---|---|
| nor4_2 | 10 |
| clkbuf_1 | 881 |
| edfxtp_1 | 16380 |
| a22o_1 | 7 |
| buf_2 | 833 |
| buf_4 | 219 |
| nand4_1 | 123 |
| nor2_1 | 2412 |
| and3_1 | 33 |
| a2111oi_0 | 3 |
| a211oi_1 | 6 |
| nor2b_1 | 14 |
| a22oi_1 | 501 |
| or4b_1 | 3 |
| o21ai_0 | 207 |
| nand4bb_1 | 3 |
| nand3_1 | 125 |
| nor3b_1 | 3 |
| and3b_1 | 3 |
| nand2_1 | 422 |
| o22a_1 | 4 |
| mux2i_1 | 5750 |
| or2_2 | 3 |
| mux4_2 | 1273 |
| o211ai_1 | 136 |
| buf_6 | 134 |
| nor4_1 | 522 |
| o2111ai_1 | 81 |
| a2111oi_2 | 14 |
| or4_1 | 42 |
| nor3_1 | 149 |
| a31oi_1 | 93 |
| a21oi_1 | 94 |
| o22ai_1 | 2557 |
| and2_1 | 12 |
| mux2_2 | 22 |
| nand4b_2 | 3 |
| nand2b_1 | 5 |
| a221oi_1 | 57 |
| buf_1 | 122 |
| or4bb_1 | 3 |
Power figures rest on the tool's default switching activity, not on a simulated workload.
