==> flow/design.v <==
`timescale 1ns/1ps
module comparator(a, b, a_gt_b, a_eq_b, a_lt_b);
input [15:0] a;
input [15:0] b; 
output a_gt_b; 
output a_eq_b; 
output a_lt_b; 
wire [3:0] gt, eq, lt;
comparator_4b u0(.data_a(a[15:12]), .data_b(b[15:12]), .gt(gt[3]), .eq(eq[3]), .lt(lt[3]));
comparator_4b u1(.data_a(a[11:8]),  .data_b(b[11:8]),  .gt(gt[2]), .eq(eq[2]), .lt(lt[2]));
comparator_4b u2(.data_a(a[7:4]),   .data_b(b[7:4]),   .gt(gt[1]), .eq(eq[1]), .lt(lt[1]));
comparator_4b u3(.data_a(a[3:0]),   .data_b(b[3:0]),   .gt(gt[0]), .eq(eq[0]), .lt(lt[0]));
comparator_4b u4(.data_a(gt[3:0]), .data_b(lt[3:0]), .gt(a_gt_b), .eq(a_eq_b), .lt(a_lt_b));
endmodule
module comparator_4b(data_a, data_b, gt, eq, lt); 
input [3:0] data_a;
input [3:0] data_b; 
output reg gt;   
output reg eq;   
output reg lt;   
always@(*) begin
	if(data_a > data_b) begin
		gt <= #3 1'b1;
		lt <= #4 1'b0;
		eq <= #5 1'b0;
	end
	else if(data_a == data_b) begin
		gt <= #3 1'b0;
		lt <= #4 1'b0;
		eq <= #5 1'b1;
	end
	else begin
		gt <= #3 1'b0;
		lt <= #4 1'b1;
		eq <= #5 1'b0;
	end
end
endmodule
==> flow/run.sh <==
#!/bin/bash
# OpenROAD 26Q1-2900-gdf79404cd8, Yosys 0.63+post, stock flow scripts
make -C /OpenROAD-flow-scripts/flow DESIGN_CONFIG=/design/flow/config.mk WORK_HOME=/design/flow/orfs finish
==> flow/config.mk <==
export PLATFORM = sky130hd
export DESIGN_NAME = comparator
export DESIGN_NICKNAME = comparator
export VERILOG_FILES = /design/flow/design.v
export SDC_FILE = /design/flow/constraint.sdc
export NUM_CORES = 4
export LEC_CHECK = 1
export CORE_AREA = 10 10 70 70
export DIE_AREA = 0 0 80 80
==> flow/constraint.sdc <==
current_design comparator

set clk_period 2.1
set clk_io_pct 0.2

create_clock -name clk0 -period $clk_period

set non_clock_inputs [all_inputs -no_clocks]
set_input_delay [expr $clk_period * $clk_io_pct] -clock clk0 $non_clock_inputs
set_output_delay [expr $clk_period * $clk_io_pct] -clock clk0 [all_outputs]
==> out/summary.txt <==
Crit path DAT: 1.65 ns
RSZ-0062 raised after global routing: true
Largest net degree at the start of global routing: 4
Hold Startpoint: a[1]
# fillers: 384
Dpl cell area: 857 um2
CLK BUF: 0
GP Congestion: 0.749
Internal power: 0.105 mW
CP Capture Type: output pin
Crit path max-delay family: AND-OR/OR-AND gates
Vias in the first global route: 637
Setup violators final: 0
Syn-to-layout area delta: 127%
Minimum clock period: 2.07 ns
Ports: 35
Hold_ws: 1.43 ns
Avg WL per Cell: 11.5 um
WHS Path Cells: 6
Vias post-DR: 549
Initial antenna violation count: 0
Final cell count without fillers: 144
Crit-path max FO: 2
Count of tool warnings: 33
Total grt overflow: 0
First-pass GRT wire length: 2800 um
Crit-path cells: clkdlybuf4s15_2 > ha_4 > and4_4 > a21oi_2 > a221oi_2 > nor2_1 > buf_2
Slowest cell on the critical path: a221oi_2
Hpwl dp: 1290 um
Chip area: 6400 um2
Crit path DRT: 1.68 ns
Worst IR Drop VDD: 0.0444 mV
Slew Viols, Final: 0
Register area: 0 um2
Most numerous logic cell after layout: buf_2
WHS Endpoint: a_lt_b
Flop Count: 0
NetSw: 0.0795 mW
Critical Path Max Stage Delay: 0.30 ns
Total wire length: 1650 um
Hold_buf cts: 0
Cell Type Count: 18
Synth warnings: 1
Final ANT Viol Nets: 0
Gate power share: 100.0%
Critical path launch point type: input port
Setup TNS: 0 ns
Port buffer count: 35
Post-route cell area: 986 um2
Vias per cell: 3.81
Seq share, synth: 0%
Place WS: -0.810 ns
Fp util: 12.7%
Actual slew at the worst max-slew pin: 0.242 ns
Max_slew headroom: 83.8%
Mapped Avg Cell Area: 7.49 um2
Area of the mapped netlist: 434 um2
Die Y: 80 um
Sequential power share: 0%
Max Clk Rate: 483 MHz
Switching part of the total: 43.0%
Die width: 80 um
Maxcap violations: 0
Placed Instances: 141
Residual DRC: 0
Core outline area: 3420 um2
Worst path buffer plus inverter count: 2
Post-layout period usage of the worst path: 98.6%
Rows: 21
Ys cells: 58
Pwr dens: 188 nW/um2
Slack of the critical path: 0.0288 ns
Antenna diode count: 0
1st-pass router iterations: 2
Cell count after synthesis: 58
GRT Total Usage: 5.06%
Outcome: finished, final reports clean
Yosys synthesis chip area: 434 um2
Top Layout Cells: 20 x buf_2, 13 x ha_4, 12 x inv_2
Share of power burned in the clock network: 0%
Final hold viol count: 0
Kind of critical path: input port to output pin
First DRT Iteration DRCs: 1
Pleak: 0.462 nW
Worst hold path class: input port to output pin
Share of layout cells above drive strength 1: 75.5%
## worst max path at each step
stage / slack, ns / start / end / depth (start not counted)
CTS: 0.0008 / a[1] / a_gt_b / 7
finish: 0.03 / a[10] / a_gt_b / 7
global route: -0.04 / b[11] / a_gt_b / 9
## metrics by stage
step / power (mW) / utilization (%)
after floorplan: 0.0621 / -
after global placement: 0.148 / 25.1
after detailed placement: 0.151 / 25.1
after CTS: 0.183 / 29.3
after global routing: 0.209 / 28.9
final: 0.185 / 28.9
## power groups by stage
stage                 clock network, mW  registers [mW]  logic [mW]
final                                 0               0       0.185
after CTS                             0               0       0.183
after global routing                  0               0       0.209
## cell families (layout without fill, tap and decap cells)
logic type | Yosys count | count (layout) | synth area share, %
AND-OR/OR-AND | 13 | 13 | 21.3
adder cells (fa/ha/maj) | 16 | 16 | 46.1
buffers and inverters | 17 | 57 | 14.7
AND/OR/NAND/NOR | 12 | 12 | 17.9
## cell usage after synthesis (all sizes together)
library cell | instances | area [um2]
nand3 | 1 | 5.00
nand4 | 2 | 12.5
o2111ai | 1 | 8.76
nor2b | 2 | 12.5
nand2b | 1 | 13.8
inv | 17 | 63.8
o211ai | 2 | 15.0
a211oi | 1 | 12.5
nor3 | 1 | 5.00
a31oi | 1 | 6.26
ha | 16 | 200
nor2 | 2 | 7.51
o21ai | 2 | 10.0
and4 | 2 | 17.5
a221oi | 1 | 15.0
nand2 | 1 | 3.75
a21oi | 5 | 25.0
## metal layers
layer,GRT usage [%],vias to the layer above,part of all wire [%]
met5,0,-,0
met4,0,0,0
met3,0.795,0,9.0
met2,9.23,16,50
met1,6.40,249,41
li1,-,284,-
## worst min-delay path: stages
cell and delay (ns):
clkbuf_2 0.11, ha_4 0.13, a211oi_2 0.03, o21ai_2 0.13, a221oi_2 0.06, buf_2 0.12
## cell type report
| class | count | area (um2) | area share [%] |
|---|---|---|---|
| well taps | 46 | 57.6 | 5.84 |
| inverters | 17 | 66.3 | 6.73 |
| repair buffers | 40 | 262 | 26.5 |
| multi-input cells | 41 | 601 | 60.9 |
## what timing repair did
action / 4_1_cts / 5_1_grt
pin swaps: 23 / 5
gates cloned: 0 / 0
buffers inserted: 2 / 1
endpoints found under the hold margin: 0 / 0
setup endpoints to repair: 3 / 3
gates resized: 138 / 6
No activity file was given, so power comes from the tool's default toggle rates.
