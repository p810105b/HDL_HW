--- design/flow/run.sh ---
#!/bin/bash
# OpenROAD 26Q1-2900-gdf79404cd8, Yosys 0.63+post, stock flow scripts
make -C /OpenROAD-flow-scripts/flow DESIGN_CONFIG=/design/flow/config.mk WORK_HOME=/design/flow/orfs finish
--- design/flow/config.mk ---
export PLATFORM = sky130hd
export DESIGN_NAME = ALU
export DESIGN_NICKNAME = ALU
export VERILOG_FILES = /design/flow/design.v
export SDC_FILE = /design/flow/constraint.sdc
export NUM_CORES = 4
export LEC_CHECK = 1
export CORE_UTILIZATION = 50
--- design/flow/constraint.sdc ---
current_design ALU

set clk_period 20.9
set clk_io_pct 0.2

create_clock -name clk0 -period $clk_period

set non_clock_inputs [all_inputs -no_clocks]
set_input_delay [expr $clk_period * $clk_io_pct] -clock clk0 $non_clock_inputs
set_output_delay [expr $clk_period * $clk_io_pct] -clock clk0 [all_outputs]
--- design/flow/design.v ---
module ALU(a, b, op, y, cout);
input  [15:0] a;
input  [15:0] b;
input  [2:0]  op;
output [15:0] y;
output cout;
wire [16:0] plus;
wire [16:0] minus;
wire [15:0] min;
wire [15:0] max;
wire [15:0] AND;
wire [15:0] OR;
wire [15:0] XOR;
wire [15:0] XNOR;
assign plus  = a + b;
assign minus = a - b;
assign min   = (a < b) ? a : b;
assign max   = (a > b) ? a : b;
assign AND   = a & b;
assign OR    = a | b;
assign XOR   = a ^ b;
assign XNOR  = ~(a ^ b);
assign {cout, y} = (op == 3'b000) ? plus 	   :
				   (op == 3'b001) ? {0, minus} :
				   (op == 3'b010) ? {0, min}   :
				   (op == 3'b011) ? {0, max}   :
				   (op == 3'b100) ? {0, AND}   :
				   (op == 3'b101) ? {0, OR}    :
				   (op == 3'b110) ? {0, XOR}   : {0, XNOR};
endmodule
==> results.txt <==
Status - finished, final reports clean
Floorplan utilization - 53.0%
Hold Path Class - in -> out
Synthesis area per yosys - 3210 sq um
Resized Gates After CTS - 0
Max Cap Violations - 0
Yosys Instances - 476
Synth area leader - ha_1
Final hold vios - 0
Final Critical Period - 12.50 ns
Avg Cell Area, Syn - 6.75 sq um
Worst-margin pin slew - 0.830 ns
Critical path type - in -> out
Row cnt - 28
Drt drc - 0
Placer congestion estimate - 0.995
Post-synth top cells - 59 x a21oi_1, 49 x inv_1, 48 x ha_1, 44 x o21ai_0
Setup violators final - 0
Post-CTS Setup Bufs - 0
Maximum clock frequency - 80.0 MHz
Synthesized area - 3210 sq um
CP delay by family, top - AND-OR/OR-AND gates
Layout cell share with drive strength beyond 1 - 4.99%
Main area contributors - ha_1 19%, a21oi_1 9.2%, o21ai_0 6.9%, mux2i_1 6.5%, inv_1 5.7%
Vias in the first global route - 3157
Yosys top cell area share - 18.7%
Slew Limit Fails - 0
Grt total ovfl - 0
Final period util - 59.8%
Remaining antenna violation count - 0
Total GRT Usage - 30.3%
Clock buffer count - 0
Largest net degree at the start of global routing - 57
Crit path required time - 16.72 ns
DRT Pass-1 Iters - 5
Mapped Cells - 476
Largest incremental delay on the critical path - 0.75 ns
Worst Setup Start Kind - primary input
RSZ-0062 raised after global routing - false
Initial antenna violation count - 0
I/O pin cnt - 52
Flop area - 0 sq um
Hpwl dp - 7010 microns
Max_slew headroom - 44.4%
Max VDD drop - 18.9 uV
DR vias/cell - 6.19
Worst path arrival time - 8.32 ns
Die ar. - 6750 sq um
Crit-path slowest cell - o21ai_4
Fin Setup TNS - 0 ns
DRT iter0 DRCs - 283
Worst Path Buf+Inv - 3
Hold buffer count at cts - 0
Vias - 3568
Die height - 82.1 microns
Crit path max fanout - 16
Leak pwr - 1.64 nW
Critical Path, Cell by Cell - clkdlybuf4s50_1, inv_1, ha_1, or2b_1, a21oi_1, a211oi_1, o31a_1, o21ai_4, mux2i_1, a21oi_1, a2111oi_2, clkdlybuf4s50_1
Fin util - 60.3%
Antenna cell count - 0
CORE AREA - 6060 sq um
Port bufs - 52
Flop count - 0
P&R area growth vs syn - 13.7%
Total wire length - 9830 microns
Global-route wire length before repair - 15500 microns
Die W - 82.1 microns
Register area share after synthesis - 0%
Yosys cell types - 64
Tool Warnings - 66
Crit. End Element - output port
DR WL/cell - 17.1 microns
Synth warn - 0
Most frequent cell after synthesis - a21oi_1
Pwr dens - 29.0 nW/um^2
-- per-layer routing --
metal  track usage (%)  part of all wire (%)  up-vias
li1                  -                     -     1795
met1              42.3                    46     1601
met2              50.2                    45      156
met3              2.90                   7.3       16
met4              7.19                   2.0        0
met5                 0                     0        -
-- path summary, 6_finish.rpt --
check	to	from	slack, ns	depth (start not counted)
setup / recovery	y[15]	a[4]	8.40	12
hold / removal	y[0]	a[0]	9.44	4
-- stage by stage --
stage          worst slack (ns)  hold slack [ns]  cells  cell area (sq um)  power [W]
6_report                   8.40             9.44    576               3650   0.000106
3_3_place_gp               8.52             9.44    576               3650   0.000104
4_1_cts                    8.43             9.46    576               3650   0.000105
2_1_floorplan             10.41             8.54    476               3210  0.0000726
3_5_place_dp               8.46             9.46    576               3650   0.000104
5_1_grt                    8.25             9.50    576               3650   0.000117
-- area by class of cell --
cell class                      instances  area (sq um)
Fill cell                             580          2410
Inverter                               51           191
Multi-Input combinational cell        391          2800
Tap cell                               75          93.8
Timing Repair Buffer                   59           568
-- logic make-up (layout without fill, tap and decap cells) --
family,Yosys count,after routing,synth area share (%)
and+or+nand+nor,106,106,15.7
xor gates and xnor gates,12,12,3.27
AOI/OAI and AO/OA,200,200,40.9
adders and majority gates,50,50,19.9
buffers and inverters,85,110,12.9
muxes,23,23,7.36
-- power by group --
group          switching, W  total (W)  leakage [nW]  internal, W
logic             0.0000566   0.000106          1.64    0.0000493
registers                 0          0             0            0
clock network             0          0             0            0
-- cell usage in the layout, fill, tap and decap left out, types with 4 or more instances in the layout --
cell type         n
a21oi_1          59
clkdlybuf4s50_1  51
inv_1            49
ha_1             48
o21ai_0          44
nor2_1           31
nand2_1          31
mux2i_1          21
o22ai_1          21
nor3_1           13
a211oi_1         10
xnor2_1           9
a221oi_1          7
buf_4             7
and3_1            6
o31ai_1           6
o21a_1            6
a31oi_1           5
nand3_1           5
nor4_1            5
o31a_1            4
nand2b_1          4
nor2b_1           4
o211ai_1          4
Power and IR drop assume default switching activity.
